===== design/flow/constraint.sdc =====
current_design freq_divider

set clk_period 3.8
set clk_io_pct 0.2

create_clock -name clk0 -period $clk_period [get_ports {in_clock}]

set non_clock_inputs [all_inputs -no_clocks]
set_input_delay [expr $clk_period * $clk_io_pct] -clock clk0 $non_clock_inputs
set_output_delay [expr $clk_period * $clk_io_pct] -clock clk0 [all_outputs]

===== design/flow/design.v =====
`timescale 1ms / 1ms
module freq_divider(in_clock, out_clock, reset_n, counter);
  parameter BITS = 22;
  input logic in_clock;
  output logic out_clock;
  input logic reset_n;
  output logic [BITS-1:0] counter;
  always_ff @(posedge in_clock or negedge reset_n) begin
    if (~reset_n) begin
      counter <= 0;
    end
    else begin
      counter <= counter + 1;
    end
  end
  assign out_clock = counter[BITS-1];
endmodule

===== design/flow/config.mk =====
export PLATFORM = sky130hd
export DESIGN_NAME = freq_divider
export DESIGN_NICKNAME = freq_divider
export VERILOG_FILES = /design/flow/design.v
export SDC_FILE = /design/flow/constraint.sdc
export NUM_CORES = 4
export LEC_CHECK = 1
export CORE_AREA = 10 10 90 90
export DIE_AREA = 0 0 100 100

===== design/flow/run.sh =====
#!/bin/bash
# OpenROAD 26Q1-2900-gdf79404cd8, Yosys 0.63+post, stock flow scripts
make -C /OpenROAD-flow-scripts/flow DESIGN_CONFIG=/design/flow/config.mk WORK_HOME=/design/flow/orfs finish

==> reports/results.tsv <==
stage	metric	value	unit
outcome	outcome	completed	
critical_path	worst path cell trace	clkdlybuf4s50_1	
finish	Layout Area Growth over Synthesis	42.1	%
placement	RD Place Congestion	0.760	
synth	Cell variety after synth	19	
floorplanning	FP Core Util	15.4	%
drt	# DRC	0	
grt	largest net degree at the start of global routing	23	
synth	FF+latch count, synth	22	
grt	initial antenna violation count	0	
clock_network	Insertion Delay late pin	260	ps
critical_path	WP depth	1	
final_timing	fin crit share	53.3	%
clock_network	TritonCTS clock tree	yes	
critical_path	crit-path max FO	6	
critical_path	Req. time, crit path	3040	ps
floorplanning	I/O pins	25	
clock_network	clock slew at reported path FFs	90	ps
final_timing	maximum clock frequency	493	MHz
final_timing	Worst-Margin Slew	387	ps
floorplanning	row count	29	
synth	Cell area leaders	dfrtp_1, xnor2_1, xor2_1	
worst_hold_path	WHS Path Cells	1	
run	max-cap violations	0	
critical_path	crit-path max cell delay	520	ps
synth	syn avg cell area	12.4	um^2
drt	number of DRC markers in iteration 0	26	
pwr	Peak VDD IR	0.186	mV
pwr	PwrDens	331	nW/um^2
finish	layout cells sized above 1	9.43	%
final_timing	Slew Limit Fails	0	
final_timing	headroom to the max-slew limit	74.0	%
placement	input/output buffers	24	
finish	post-route cell area	1380	um^2
critical_path	CP Buf/Inv Count	1	
finish	biggest regs	counter x22	
synth	register area share after synthesis	56.8	%
placement	post-DP HPWL	1.66	mm
finish	Layout Utilization	21.9	%
synth	# Cells Yosys	78	
final_timing	min Tclk post-route	2030	ps
drt	wire length per cell	11.6	um
run	Log Warnings	25	
placement	Area after DPL	1310	um^2
drt	DR vias	632	
drt	antenna-violating nets left	0	
final_timing	endpoints failing setup	0	
grt	number of global-route vias before repair	693	
synth	Yosys Chip Area	970	um^2
clock_network	TritonCTS Sinks	22	
clock_network	Num CTS Buffers	3	
synth	largest area contributor in the netlist	dfrtp_1	
floorplanning	Die Ht	100	um
clock_network	root buf cell	clkbuf_8	
drt	final wirelength	2.12	mm
clock_network	hold-fix buffers at CTS	0	
clock_network	H-tree depth	1	
critical_path	delay-heaviest family, CP	buffers and inverters	
pwr	P_leak	0.591	nW
critical_path	Reg2Reg Depth	5	
floorplanning	Die Wd	100	um
drt	# diodes	0	
drt	drt first pass iters	3	
worst_hold_path	Worst Hold Class	reg2reg	
final_timing	Final Hold Vio Count	0	
synth	Dominant cell area share	56.8	%
grt	gr ovfl total	0	
finish	Reg with most FFs	counter	
drt	via-per-instance ratio	3.45	
final_timing	unrepaired setup endpoints after global routing	false	
synth	Mapped Area	970	um^2
critical_path	Slowest-stage cell, CP	clkdlybuf4s50_1	
finish	max reg flops	22	
floorplanning	CORE AREA	6280	um^2
critical_path	crit path DAT	1270	ps
floorplanning	total die size	10000	um^2
critical_path	crit path launch type	flop	
clock_network	PostCTS Resize Cnt	0	
critical_path	Crit Path Category	reg2out	
synth	Cells after Synth	78	
synth	YS warnings	1	
critical_path	Crit. End Element	output pin	
final_timing	setup_tns	0	ps
clock_network	setup bufs post-CTS	0	
grt	first-pass GRT wire length	3.73	mm
grt	gr usage total	4.55	%
final_timing	worst clock skew	11.2	ps
clock_network	clock buffer depth	2	
final timing paths:
kind | from | endpoint | slack (ps)
min in group asynchronous | reset_n | counter[10] | 830
max in group asynchronous | reset_n | counter[16] | 2730
hold reg to reg | counter[19] | counter[19] | 490
setup / recovery | counter[3] | counter[3] | 1770
setup reg to reg | counter[0] | counter[16] | 2170
hold / removal | counter[19] | counter[19] | 490
power by group:
| part | switching [mW] | internal [mW] | total [mW] |
|---|---|---|---|
| Combinational | 0.00450 | 0.00157 | 0.00608 |
| Sequential | 0 | 0.234 | 0.234 |
| Clock | 0.0759 | 0.141 | 0.216 |
| Total | 0.0804 | 0.376 | 0.456 |
through the flow:
| stage | hold WS, ps | power [mW] | setup WS [ps] | instances |
|---|---|---|---|---|
| finish | 485 | 0.456 | 1770 | 183 |
| global route | 510 | 0.476 | 1690 | 183 |
| CTS | 493 | 0.468 | 1750 | 183 |
| detailed placement | 482 | 0.245 | 2060 | 179 |
| global placement | 479 | 0.245 | 2070 | 179 |
| floorplan | 438 | 0.239 | 2450 | 78 |
cells by family after synthesis:
| kind of cell | share of synthesized area [%] |
|---|---|
| buffers and inverters | 1.16 |
| XOR/XNOR | 18.1 |
| adder cells (fa/ha/maj) | 1.29 |
| AND/OR/NAND/NOR | 22.7 |
| flip-flops | 56.8 |
area by class of cell:
| type | count | area, um^2 |
|---|---|---|
| Multi-Input combinational cell | 54 | 408 |
| Tap cell | 77 | 96.3 |
| Sequential cell | 22 | 551 |
| Clock inverter | 1 | 30.0 |
| Fill cell | 673 | 4900 |
| Clock buffer | 3 | 41.3 |
| Inverter | 1 | 3.75 |
| Timing Repair Buffer | 25 | 248 |
placed cells by master (no fill, tap or decap), types with 3 or more instances in the layout:
cell	Yosys	final
clkdlybuf4s50_1	0	24
nor2_1	4	4
clkbuf_8	0	3
xnor2_1	10	10
nand3_1	7	7
xor2_1	10	10
nand2_1	7	7
dfrtp_1	22	22
and3_1	4	4
nand4_1	3	3
Yosys cell counts (all sizes together):
| cell | instances |
|---|---|
| xnor2 | 10 |
| or2 | 1 |
| inv | 1 |
| ha | 1 |
| buf | 1 |
| nor2 | 4 |
| xor2 | 10 |
| nor4 | 3 |
| and3 | 4 |
| nor3 | 2 |
| nand4 | 4 |
| nand2 | 7 |
| dfrtp | 22 |
| nand3 | 8 |
routing by layer:
layer / track usage [%] / vias up / part of all wire [%]
li1: - / 324 / -
met1: 6.44 / 289 / 47
met2: 6.47 / 17 / 43
met3: 2.08 / 2 / 9.2
met4: 0.435 / 0 / 0.85
met5: 0 / - / 0
Power figures rest on the tool's default switching activity, not on a simulated workload.
