==> design/flow/design.v <==
`timescale 1ms / 1ms
module multiplier(
  clock,
  reset_n,
  start,
  ready,
  multiplicand,
  multiplier,
  product
);
  parameter N = 4;
  input logic clock;
  input logic reset_n;
  input logic start;
  output logic ready;
  input logic [N-1:0] multiplicand;
  input logic [N-1:0] multiplier;
  output logic [N*2-1:0] product;
  logic counter_is_zero;
  logic datapath_do_init;
  logic datapath_do_shift;
  logic counter_do_preset;
  logic counter_do_decrement;
  multiplier_datapath #(.N(N)) datapath (
    .clock(clock),
    .reset_n(reset_n),
    .do_init(datapath_do_init),
    .do_shift(datapath_do_shift),
    .multiplicand(multiplicand),
    .multiplier(multiplier),
    .product(product)
  );
  multiplier_counter #(.N(N)) counter (
    .clock(clock),
    .reset_n(reset_n),
    .do_preset(counter_do_preset),
    .do_decrement(counter_do_decrement),
    .is_zero(counter_is_zero)
  );
  multiplier_controller controller (
    .clock(clock),
    .reset_n(reset_n),
    .start(start),
    .ready(ready),
    .counter_is_zero(counter_is_zero),
    .datapath_do_init(datapath_do_init),
    .datapath_do_shift(datapath_do_shift),
    .counter_do_preset(counter_do_preset),
    .counter_do_decrement(counter_do_decrement)
  );
endmodule
`timescale 1ms / 1ms
module multiplier_controller(
  clock,
  reset_n,
  start,
  ready,
  counter_is_zero,
  datapath_do_init,
  datapath_do_shift,
  counter_do_preset,
  counter_do_decrement
);
  input logic clock;
  input logic reset_n;
  input logic start;
  output logic ready;
  input logic counter_is_zero;
  output logic datapath_do_init;
  output logic datapath_do_shift;
  output logic counter_do_preset;
  output logic counter_do_decrement;
  enum {IDLE, WORKING, DONE} state, next_state;
  always_ff @(posedge clock or negedge reset_n) begin
    if (~reset_n) begin
      state <= IDLE;
    end
    else begin
      state <= next_state;
    end
  end
  always_comb begin
    next_state = IDLE;
    datapath_do_init = 1'd0;
    datapath_do_shift = 1'd0;
    counter_do_preset = 1'd0;
    counter_do_decrement = 1'd0;
    ready = 1'd0;
    case (state)
      IDLE: begin
        if (start) begin
          datapath_do_init = 1'd1;
          counter_do_preset = 1'd1;
          next_state = WORKING;
        end
        else begin
          next_state = IDLE;
        end
      end
      WORKING: begin
        datapath_do_shift = 1'd1;
        if (counter_is_zero) begin
          next_state = DONE;
        end
        else begin
          counter_do_decrement = 1'd1;
          next_state = WORKING;
        end
      end
      DONE: begin
        ready = 1'd1;
        if (~start) begin
          next_state = IDLE;
        end
        else begin
          next_state = DONE;
        end
      end
    endcase
  end
endmodule
`timescale 1ms / 1ms
module multiplier_counter(
  clock,
  reset_n,
  do_preset,  
  do_decrement,  
  is_zero  
);
  parameter N = 4;           
  localparam C = $clog2(N);  
  input logic clock;
  input logic reset_n;
  input logic do_preset;
  input logic do_decrement;
  output logic is_zero;
  logic [C-1:0] count, count_next;
  always_ff @(posedge clock or negedge reset_n) begin
    if (~reset_n) begin
      count <= 0;
    end
    else begin
      count <= count_next;
    end
  end
  always_comb begin
    count_next = count;
    if (do_preset) begin
      count_next = N-1;
    end
    if (do_decrement) begin
      count_next = count - 1;
    end
  end
  assign is_zero = ~|count;
endmodule
`timescale 1ms / 1ms
module multiplier_datapath(
  clock,
  reset_n,
  do_init,  
  do_shift,  
  multiplicand,
  multiplier,
  product
);
  parameter N = 4;  
  input logic clock;
  input logic reset_n;
  input logic do_init;
  input logic do_shift;
  input logic [N-1:0] multiplicand;
  input logic [N-1:0] multiplier;
  output logic [N*2-1:0] product;
  logic [N-1:0] a, q;                  
  logic [N-1:0] a_next, q_next;        
  logic [N-1:0] a_shifted, q_shifted;  
  logic [N-1:0] addend, sum;           
  logic carry;
  always_ff @(posedge clock or negedge reset_n) begin
    if (~reset_n) begin
      a <= 0;
      q <= 0;
    end
    else begin
      a <= a_next;
      q <= q_next;
    end
  end
  always_comb begin
    a_next = a;
    q_next = q;
    if (do_init) begin
      a_next = 0;
      q_next = multiplier;
    end
    if (do_shift) begin
      a_next = a_shifted;
      q_next = q_shifted;
    end
  end
  assign addend = q[0] ? multiplicand : 0;
  assign {carry, sum} = {1'd0, a} + {1'd0, addend};
  assign {a_shifted, q_shifted} = {carry, sum, q[N-1:1]};
  assign product = {a, q};
endmodule
==> design/flow/run.sh <==
#!/bin/bash
# OpenROAD 26Q1-2900-gdf79404cd8, Yosys 0.63+post, stock flow scripts
make -C /OpenROAD-flow-scripts/flow DESIGN_CONFIG=/design/flow/config.mk WORK_HOME=/design/flow/orfs finish
==> design/flow/config.mk <==
export PLATFORM = sky130hd
export DESIGN_NAME = multiplier
export DESIGN_NICKNAME = multiplier
export VERILOG_FILES = /design/flow/design.v
export SDC_FILE = /design/flow/constraint.sdc
export NUM_CORES = 4
export LEC_CHECK = 1
export CORE_AREA = 10 10 78 78
export DIE_AREA = 0 0 88 88
==> design/flow/constraint.sdc <==
current_design multiplier

set clk_period 1.8
set clk_io_pct 0.2

create_clock -name clk0 -period $clk_period [get_ports {clock}]

set non_clock_inputs [all_inputs -no_clocks]
set_input_delay [expr $clk_period * $clk_io_pct] -clock clk0 $non_clock_inputs
set_output_delay [expr $clk_period * $clk_io_pct] -clock clk0 [all_outputs]
==> impl_metrics.sql <==
-- metrics for the results database
INSERT INTO impl_metrics (metric_group, metric, value, unit) VALUES
('synthesis', 'post_synth_inst_count', '74', ''),
('setup_path', 'critPathArrivalTime', '1.84', 'ns'),
('drt', 'drtAntennaViolNets', '0', ''),
('drt', 'finalWirelength', '1730', 'um'),
('synthesis', 'top_area_share', '41.1', '%'),
('synthesis', 'yosys_area', '731', 'um2'),
('cts', 'insertion_delay', '0.24', 'ns'),
('timing', 'clock-skew-final', '0.00107', 'ns'),
('setup_path', 'crit_chain', 'clkdlybuf4s50_1 > and2_1 > ha_1 > inv_1 > fa_2 > nor2b_1 > o21ai_0 > a31oi_1', ''),
('timing', 'grt_setup_unrepaired', 'no', ''),
('drt', 'per_cell_via_count_in_the_routed_design', '3.99', ''),
('synthesis', 'top_cells_by_count', '12 x dfrtp_1, 9 x inv_1, 9 x nand2_1', ''),
('die', 'die_h', '88', 'um'),
('synthesis', 'yosysTopAreaCell', 'dfrtp_1', ''),
('run', 'drv.max_cap_violation_count', '0', ''),
('synthesis', 'flops_latches_synth', '13', ''),
('pwr', 'p_int', '964', 'uW'),
('cts', 'tritoncts_clock_tree', 'yes', ''),
('setup_path', 'crit_fanout', '2', ''),
('drt', 'wl_per_cell', '11.8', 'um'),
('timing', 'min_period', '1.68', 'ns'),
('outcome', 'outcome', 'finished clean', ''),
('drt', 'antenna_cells', '0', ''),
('pwr', 'switching_share', '33.8', '%'),
('drt', 'dr_total_vias', '587', ''),
('global_route', 'grt_overflow_total', '0', ''),
('synthesis', 'ys_cells', '74', ''),
('global_route', 'grt_pass1_wl', '2900', 'um'),
('timing', 'finalHoldViolCount', '0', ''),
('synthesis', 'postSynthSeqShare', '44.7', '%'),
('synthesis', 'synth.distinct_cells', '27', ''),
('pwr', 'combinational_share_of_power', '44.8', '%'),
('die', 'floorplan.core_area', '0.00441', 'mm2'),
('setup_path', 'r2r-end', 'datapath.a[3]$_DFFE_PN0P_', ''),
('cts', 'numCtsBuffers', '3', ''),
('place', 'hpwl', '1360', 'um'),
('die', 'die_w', '88', 'um'),
('timing', 'finalCritPeriodShare', '93.2', '%'),
('pwr', 'max-vdd-ir-drop', '0.742', 'mV'),
('synthesis', 'synth.top_cells.by_area', 'dfrtp_1 41%, ha_1 8.6%, mux2i_1 5.5%, inv_1 4.6%, nand2_1 4.6%', ''),
('pwr', 'share_seq_of_total_power', '37.5', '%'),
('run', 'tool_warnings', '25', ''),
('synthesis', 'post_synth_instance_area', '731', 'um2'),
('synthesis', 'most_frequently_used_cell_type_in_the_post_synthesis_netlist', 'dfrtp_1', ''),
('cells_and_area', 'syn2layout_area_growth', '39.6', '%'),
('global_route', 'grt_pass1_vias', '630', ''),
('timing', 'max_clock_freq', '596', 'MHz'),
('setup_path', 'startpoint_type', 'input pin', ''),
('cts', 'cts.sinks', '13', ''),
('setup_path', 'critPathCaptureType', 'flip-flop', ''),
('pwr', 'power.clock.fraction', '17.7', '%'),
('setup_path', 'criticalPathCategory', 'input pin to flip-flop', ''),
('setup_path', 'rr_worst_depth', '7', ''),
('timing', 'final-setup-viol-count', '0', ''),
('timing', 'maxSlewHeadroom', '61.7', '%'),
('cts', 'htree_levels', '1', ''),
('setup_path', 'rrSetupSlack', '0.22', 'ns'),
('cells_and_area', 'final_util', '23.1', '%'),
('cells_and_area', 'nFillCells', '460', ''),
('global_route', 'grt_max_degree', '14', ''),
('synthesis', 'post_synth.cell_area_avg', '9.87', 'um2'),
('setup_path', 'worst_path_max_delay_cell', 'clkdlybuf4s50_1', ''),
('synthesis', 'post_synth_arst_share', '100', '%'),
('timing', 'actual_transition_at_the_worst_max_transition_pin', '0.573', 'ns'),
('cells_and_area', 'fin_area', '0.00102', 'mm2'),
('die', 'ios', '20', ''),
('die', 'chip_area', '0.00774', 'mm2'),
('cts', 'ctsLongestPathBuffers', '2', ''),
('worst_hold_path', 'worstHoldPathType', 'input pin to asynchronous set/reset pin', ''),
('synthesis', 'ys.warnings.count', '3', ''),
('place', 'instance_area_after_placement', '972', 'um2');
-- power groups by stage --
| stage | clock network, uW | logic (uW) | registers [uW] |
|---|---|---|---|
| after global routing | 279 | 763 | 571 |
| final | 258 | 653 | 546 |
| after CTS | 264 | 663 | 551 |
-- cell usage in the layout, fill, tap and decap left out, types with 2 or more instances in the layout --
| cell type | count |
|---|---|
| nor2_1 | 2 |
| a31oi_1 | 3 |
| a21oi_1 | 2 |
| clkbuf_8 | 3 |
| inv_1 | 9 |
| o21ai_0 | 6 |
| ha_1 | 5 |
| and2_1 | 3 |
| dfrtp_1 | 12 |
| nor2b_1 | 2 |
| nand2_1 | 9 |
| clkdlybuf4s50_1 | 19 |
| mux2i_1 | 4 |
-- registers in the layout (all words and copies together), names as in the netlist --
| name | count |
|---|---|
| datapath.a | 4 |
| controller.state | 3 |
| counter.count | 2 |
| datapath.q | 4 |
-- stage by stage --
stage | setup WS [ns] | setup TNS (ns) | std cells
6_report | 0.122 | 0 | 147
5_1_grt | 0.0173 | 0 | 147
4_1_cts | 0.0664 | 0 | 147
3_5_place_dp | -0.182 | -0.346 | 143
3_3_place_gp | -0.149 | -0.274 | 143
2_1_floorplan | 0.347 | 0 | 74
-- timing repair --
item	CTS	global route
setup buffers	0	0
hold buffers	0	0
resized	0	1
setup endpoints to repair	0	1
-- metal layers --
metal	track usage [%]	share of wire, %	vias up
li1	-	-	295
met1	6.09	47	276
met2	7.08	44	16
met3	2.25	9.0	0
met4	0.290	0	0
met5	0	0	-
-- how the worst max path moves through the flow --
stage,from,end,slack [ns],depth (start not counted)
final,multiplicand[0],datapath.a[3]$_DFFE_PN0P_,0.12,8
after global routing,multiplicand[0],datapath.a[3]$_DFFE_PN0P_,0.02,8
after CTS,multiplicand[0],datapath.a[3]$_DFFE_PN0P_,0.07,8
-- cell families (layout without fill, tap and decap cells) --
group | after synthesis | after routing | share of synthesized area, %
fa+ha+maj | 6 | 6 | 11.3
buf+inv | 12 | 33 | 7.53
flops | 13 | 13 | 44.7
simple gates | 22 | 22 | 16.1
compound gates | 16 | 16 | 13.7
xor+xnor | 1 | 1 | 1.20
mux | 4 | 4 | 5.48
-- worst max-delay path, delay by kind of cell --
kind	cells	cell delay, ns
buf+inv	2	0.50
fa+ha+maj	2	0.50
compound gates	2	0.24
simple gates	2	0.24
-- final cells by class --
type | count | area, um2 | share of cell area, %
inverter | 9 | 33.8 | 3.31
sequential | 13 | 327 | 32.0
timing repair buffer | 20 | 198 | 19.4
multi-input combinational | 49 | 352 | 34.5
clock buffer | 4 | 45.0 | 4.42
tap | 52 | 65.1 | 6.38
Power and IR drop assume default switching activity.
