## design/flow/design.v

```verilog
`timescale 1ms / 1ms
module debouncer(clock, reset_n, in, out);
  parameter COUNTER_BITS = 5;
  input logic clock;
  input logic reset_n;
  input logic in;
  output logic out;
  logic [COUNTER_BITS-1:0] counter;
  always_ff @(posedge clock or negedge reset_n) begin
    if (~reset_n) begin
      counter <= 0;
      out <= 1'd0;
    end
    else begin
      if (in ^ out)
        counter <= counter + 1;  
      else
        counter <= 0;  
      if (&counter)  
        out <= in;  
    end
  end
endmodule
```

## design/flow/run.sh

```bash
#!/bin/bash
# OpenROAD 26Q1-2900-gdf79404cd8, Yosys 0.63+post, stock flow scripts
make -C /OpenROAD-flow-scripts/flow DESIGN_CONFIG=/design/flow/config.mk WORK_HOME=/design/flow/orfs finish
```

## design/flow/config.mk

```make
export PLATFORM = sky130hd
export DESIGN_NAME = debouncer
export DESIGN_NICKNAME = debouncer
export VERILOG_FILES = /design/flow/design.v
export SDC_FILE = /design/flow/constraint.sdc
export NUM_CORES = 4
export LEC_CHECK = 1
export CORE_AREA = 10 10 70 70
export DIE_AREA = 0 0 80 80
```

## design/flow/constraint.sdc

```tcl
current_design debouncer

set clk_period 1.7
set clk_io_pct 0.2

create_clock -name clk0 -period $clk_period [get_ports {clock}]

set non_clock_inputs [all_inputs -no_clocks]
set_input_delay [expr $clk_period * $clk_io_pct] -clock clk0 $non_clock_inputs
set_output_delay [expr $clk_period * $clk_io_pct] -clock clk0 [all_outputs]
```

==> out/qor.csv <==
metric;value;unit
YS chip area;275;µm²
drt pass-1 iters;3;
Req. time, crit path;1.36;ns
share of cells above drive strength 1;22.2;%
post-CTS sizing;0;
Clock Tree Buf Depth;2;
Cell area leaders;dfrtp_1, ha_1, xnor2_1;
GRT Util Overall;1.42;%
clock transition at the registers of the reported paths;0.04;ns
PwrDens;786;mW/mm²
sw power;63.4;µW
first-pass GRT wire length;759;µm
RSZ-0062 raised after global routing;false;
initial DRC count;1;
Post-CTS Setup Inserts;0;
final wirelength;469;µm
Crit path max-delay family;buffers and inverters;
CP Capture Type;output port;
leakage;0.000161;µW
Setup TNS;0;ns
area leader, netlist;dfrtp_1;
Max-area cell share;54.5;%
DP Worst Slack;0.313;ns
min Tclk post-route;1.56;ns
worst r2r dst;out;
Hold Violations, Final;0;
number of global-route vias before repair;199;
CP Data Arrival Time;1.22;ns
top-count cell post-synth;dfrtp_1;
Critical-path top delay cell;clkdlybuf4s50_1;
mapped cell area;275;µm²
reg2reg start;counter[0];
Async SR Flop Fraction;100;%
R2R setup slack;0.31;ns
fp_density;8.06;%
cell internal pwr;240;µW
Max Cap Violations;0;
Yosys Instances;21;
DR vias;184;
Net Sw Frac;20.9;%
P&R area growth vs syn;40.0;%
WS Path Type;flop to output port;
outcome;finished, final reports clean;
Clock Sinks;6;
largest net degree at the start of global routing;7;
initial antenna violation count;0;
Final Worst Setup Slack;0.143;ns
clk latency of the worst-skew pair;0.24;ns
drc violations;0;
CP Buf/Inv Count;1;
gp weighted congestion;0.730;
Synth Register Bits;6;
Seq share, synth;54.5;%
count of cell types in the netlist;12;
period utilization;91.6;%
Dominant Register Cell;dfrtp_1;
H-Tree Depth;1;
CTS tree;built;
worst-path cell chain;clkdlybuf4s50_1;
Critical path origin;out;
Vias/cell;2.52;
largest fanout on the critical path;6;
EDFF count, synth;0;
top cells by count;dfrtp_1, and2_1, ha_1, nor2_1, xnor2_1;
tool warnings;25;
Port Buffers;3;
Hold WS;0.347;ns
Die W;80;µm
Num CTS Buffers;3;
Worst Clk Skew;0.000182;ns
f_max;642;MHz
Chip Area;0.00640;mm²
Reg2Reg Depth;4;
Ant. Diodes;0;
# rows;21;
Power Total;303;µW
Yosys warnings;1;
Peak VDD IR;0.320;mV
slew margin rel.;81.3;%
Clk pwr share;42.0;%
Slew @ Worst Pin;0.279;ns
syn_area_per_cell;13.1;µm²
combinational power share;7.1;%
Final Max Slew Viols;0;
Critical Path Sink;out;
clock root buffer;clkbuf_4;
Setup violations, final;0;
Critical Path Max Stage Delay;0.52;ns
Hold WC Path Type;input pin to asynchronous set/reset pin;
IO Pins;4;
register share of total power;50.9;%
wire length per cell;6.42;µm
core area;0.00342;mm²
Final Core Density;11.3;%
Post-CTS Hold Fix Bufs;0;
Cells after Synth;21;
GRT overflow;0;
Die Ht;80;µm
CP Depth;1;
CP Launch Type;flop;
post-route antenna net violation count;0;
metal layers:
layer	global-route usage, %	share of wire, %	vias to the layer above
li1	-	-	87
met1	1.62	45	94
met2	2.01	48	1
met3	0.455	3.0	2
met4	1.41	3.4	0
met5	0	0	-
cell families (layout without fill, tap and decap cells):
logic type	count (synthesis)	count (layout)	share of synthesized area [%]
DFF	6	6	54.5
AOI/OAI and AO/OA	3	3	9.54
and+or+nand+nor	6	6	13.2
buffers and inverters	0	6	0
xor gates and xnor gates	3	3	9.55
muxes	1	1	4.09
adders and majority gates	2	2	9.09
area by class of cell:
| type | instances | area (µm²) |
|---|---|---|
| sequential | 6 | 150 |
| clock buffer | 3 | 22.5 |
| multi-input combinational | 15 | 125 |
| timing repair buffer | 3 | 30.0 |
| fill | 404 | 3030 |
| tap | 46 | 57.6 |
stage by stage:
step                      std cells  instance area, µm²
final                            73                 385
after global routing             73                 385
after CTS                        73                 385
after detailed placement         70                 363
after global placement           70                 363
after floorplan                  21                 275
power groups by stage:
stage	Sequential, µW	Clock [µW]	Combinational, µW
4_1_cts	154	133	22.2
5_1_grt	155	139	25.1
6_report	154	127	21.5
how the worst min path moves through the flow:
stage	depth (start not counted)	endpoint
after CTS	1	out
after global routing	1	out
final	1	out
flip-flops by register name, summed over array words and instances, names as in the netlist:
name     flops
counter      5
out          1
cells in the final DEF (no fill, tap or decap):
cell,n
a2111oi_2,1
a21oi_1,1
and2_1,2
and3_2,1
and4_1,1
clkbuf_4,3
clkdlybuf4s50_1,3
dfrtp_1,6
ha_1,2
mux2_2,1
nor2_1,2
o22ai_1,1
xnor2_1,2
xor2_1,1
No activity file was given, so power comes from the tool's default toggle rates.
